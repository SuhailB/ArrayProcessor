### flow/config.mk
export PLATFORM = sky130hd
export DESIGN_NAME = ALU
export DESIGN_NICKNAME = ALU
export VERILOG_FILES = /design/flow/design.v
export SDC_FILE = /design/flow/constraint.sdc
export NUM_CORES = 4
export LEC_CHECK = 1
export CORE_UTILIZATION = 50
### flow/constraint.sdc
current_design ALU

set clk_period 13.9
set clk_io_pct 0.2

create_clock -name clk0 -period $clk_period

set non_clock_inputs [all_inputs -no_clocks]
set_input_delay [expr $clk_period * $clk_io_pct] -clock clk0 $non_clock_inputs
set_output_delay [expr $clk_period * $clk_io_pct] -clock clk0 [all_outputs]
### flow/design.v
module ALU (A, B, ALU_Sel, ALU_Out, Carryout, Overflow);
parameter ADD  = 0;
parameter SUB  = 1;
parameter MUL_HIGH = 2;
parameter MUL_LOW = 3;
input [31:0] A;
input [31:0] B;
input [3:0] ALU_Sel;
output [31:0] ALU_Out;
output reg Carryout;
output reg Overflow;
reg[31:0] ALU_32Result;
reg[63:0] ALU_64Result;
always @(A or B or ALU_Sel)
begin
    case(ALU_Sel)
        ADD:        ALU_32Result <= A + B;
        SUB:        ALU_32Result <= A - B;
        MUL_HIGH:	ALU_64Result <= A * B;
        MUL_LOW:	ALU_64Result <= A * B;
        default:    
        begin
            ALU_32Result <= 32'h00000000;
            ALU_64Result <= 64'h0000000000000000;
        end
    endcase
end
assign ALU_Out = (ALU_Sel == MUL_LOW)? ALU_64Result[31:0]: (ALU_Sel == MUL_HIGH)? ALU_64Result[63:32]:ALU_32Result[31:0];
endmodule
### flow/run.sh
#!/bin/bash
# OpenROAD 26Q1-2900-gdf79404cd8, Yosys 0.63+post, stock flow scripts
make -C /OpenROAD-flow-scripts/flow DESIGN_CONFIG=/design/flow/config.mk WORK_HOME=/design/flow/orfs finish
==> CHANGELOG.md <==
### Metrics

* Ys flops at 96
* Antenna diodes at 0
* Die Span Y at 278.0 um
* Status: finished, final reports clean
* # port buffers at ~100
* Die span in x at 278.0 um
* Number of unconstrained endpoints at 96
* Min-Delay Endpoint: ALU_Out[26]
* Unrepaired setup endpoints after global routing: no
* CP arrival at approximately 5.5 ns
* Worst-margin pin slew at approximately 1.0 ns
* Synth area leader: fa_1
* CTS hold repair buffers at 0
* Setup CP Type: in2out
* FP Core Util at 50.81%
* Fin. max-slew vios at 0
* Critical path origin: ALU_Sel[3]
* Dominant cell area share at 47.15%
* Register pins left without a clock at 96
* Worst Hold Path Cells at 5
* Yosys cell types at 72
* Vias/cell at about 5.3
* Post-CTS setup buffers at 0
* Drt first pass iters at 5
* Routed len/inst at 19.61 um
* Crit end category: output pin
* Post-placement cell area at about 0.04 mm2
* OpenROAD warning count at 33
* Finished Cell Area at 0.03983 mm2
* Antenna violations before repair at 7
* Post-DRT Antenna Nets at 0
* Max cap viols at 0
* Synth Flop Type: dlxtn_1
* Post-route setup TNS at 0 ns
* Worst setup SP type: primary input
* Mapped Avg Cell Area at 8.777 um2
* Min-delay src: ALU_Sel[0]
* DRT Wirelength at 102400 um
* Post-CTS Resized at 0
* Inst Count DP at 5220
* Gpl congestion at approximately 0.98
* Max-slew headroom at between 20% and 30%
* Row cnt at 100
* First-pass GRT wire length at 166700 um
* Final setup fails at 0
* Max Clock Freq at 120.3 MHz
* Flip-flops with a built-in enable at 0
* Layout cell share with drive strength beyond 1 at 2.117%
* Min-delay worst type: in2out
* GR Util All Layers at 30.16%
* Yosys Chip Area at 0.03808 mm2
* Share of flip-flops with an asynchronous set or reset at 0%
* Final HPWL DP at 79050 um
* Top cells excl fill/tap: 897 x fa_1, 868 x inv_1, 594 x and2_1
* Largest net degree at the start of global routing at approximately 97
* Number of global-route vias before repair at 29.83k
* 1st-iter DRT viols at 1017
* Final Non-Filler Cells at 5220
* Core area at 0.07495 mm2
* CP max FO at roughly 96
* Period utilisation layout at 59.82%
* Total gr overflow at 0
* Top cells by area: fa_1 47%, and2_1 9.8%, ha_1 9.7%
* Via count at ~28k
* Post-synthesis cell area at 0.03808 mm2
* I/O Pins at 102
* Most instantiated logic cell after routing: fa_1
* Yosys warns at 3
* Min Tclk post-route at 8.314 ns
* Area of the chip at 0.07727 mm2
* Final Hold Violating Endpoints at 0
* Ys cells at 4339
* Syn Inst Count at 4339
* Layout area overhead at 4.593%
* Remaining DRCs at 0
* Crit path DRT at around 11 ns
-- sequential cells by signal, summed over array words and instances, names as in the netlist --
register and cells:
ALU_64Result 64, ALU_32Result 32
-- layer usage --
| layer | track usage, % | routed length [um] | vias up |
|---|---|---|---|
| li1 | - | - | 12730 |
| met2 | 46.49 | 49020 | 1029 |
| met4 | 6.701 | 2900 | 6 |
| met1 | 43.05 | 40880 | 13970 |
| met5 | 0 | 34 | - |
| met3 | 11.27 | 9538 | 151 |
-- worst max path at each step --
stage	end	slack, ns	depth (start not counted)
after CTS	ALU_Out[27]	5.61	9
after global routing	ALU_Out[29]	5.35	9
final	ALU_Out[27]	5.59	9
-- final cells by class --
class                           count  area (um2)
Fill cell                        7047       35110
Tap cell                          969        1212
Sequential cell                    96        1441
Timing Repair Buffer              170        1521
Inverter                          870        3268
Multi-Input combinational cell   3115       32390
-- cells by family after synthesis --
logic type	after synthesis	share of synthesized area [%]
muxes	41	1.078
AOI/OAI and AO/OA	372	6.141
other	1	0.009847
buffers and inverters	1129	11.18
and+or+nand+nor	1411	18.72
adders and majority gates	1193	56.88
xor gates and xnor gates	96	2.208
latches	96	3.785
-- stage by stage --
stage / utilization [%] / worst slack [ns] / hold WS (ns)
CTS: 53.15 / 5.607 / 6.635
global route: 53.15 / 5.352 / 6.680
global placement: 53.15 / 5.633 / 6.627
floorplan: - / 7.378 / 5.899
finish: 53.15 / 5.586 / 6.622
detailed placement: 53.15 / 5.611 / 6.635
-- critical path, cell delays in order --
cell	delay, ns
clkdlybuf4s50_1	0.47
nor2_1	0.07
and2_1	0.16
buf_4	0.20
inv_4	0.34
buf_4	0.73
nand2_1	0.11
o21ai_0	0.12
clkdlybuf4s50_1	0.49
-- synthesized netlist by cell type, drive strengths merged (4+ instances only) --
master / count
o21bai: 11
xnor2: 50
a211o: 5
nand2b: 17
nand3: 21
nand4: 12
and3: 24
inv: 870
a21o: 53
ha: 296
dlxtp: 32
and2: 594
o21a: 17
or2: 8
xor2: 46
nor4: 10
mux2i: 41
or4: 4
o211ai: 10
a31oi: 9
o21ai: 105
clkbuf: 248
nor3b: 5
a21oi: 110
nor2: 109
nor3: 30
a211oi: 9
fa: 897
o31ai: 8
nor2b: 7
and4: 6
nand2: 560
dlxtn: 64
buf: 11
